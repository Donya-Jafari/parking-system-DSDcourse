===== /design/flow/config.mk =====
export PLATFORM = sky130hd
export DESIGN_NAME = parking_management_system
export DESIGN_NICKNAME = parking_management_system
export VERILOG_FILES = /design/flow/design.v
export SDC_FILE = /design/flow/constraint.sdc
export NUM_CORES = 4
export LEC_CHECK = 1
export CORE_UTILIZATION = 40

===== /design/flow/constraint.sdc =====
current_design parking_management_system

set clk_period 11.7
set clk_io_pct 0.2

create_clock -name clk0 -period $clk_period [get_ports {clk}]

set non_clock_inputs [all_inputs -no_clocks]
set_input_delay [expr $clk_period * $clk_io_pct] -clock clk0 $non_clock_inputs
set_output_delay [expr $clk_period * $clk_io_pct] -clock clk0 [all_outputs]

===== /design/flow/design.v =====
module parking_management_system (
    input wire clk,
    input wire reset,
    input wire car_entered,
    input wire car_exited,
    input wire is_uni_car_entered,
    input wire is_uni_car_exited,
    output reg [9:0] uni_parked_car,
    output reg [9:0] parked_car,
    output reg [9:0] uni_vacated_space,
    output reg [9:0] vacated_space,
    output reg uni_is_vacated_space,
    output reg is_vacated_space
);
    parameter MAX_PARKING_SPACE = 700;
    parameter MAX_UNI_SPACE = 500;
    parameter CLK_FREQ = 100_000_000;  
    reg [31:0] elapsed_time_cycles;
    reg [9:0] NON_UNI_SPACE;
    reg [3:0] time_threshold;
    always @(posedge clk or posedge reset) begin
        if (reset) begin
            elapsed_time_cycles <= 0;
            time_threshold <= 0;
            uni_parked_car <= 0;
            parked_car <= 0;
            uni_vacated_space <= MAX_UNI_SPACE;
            vacated_space <= 200;
            NON_UNI_SPACE <= 200;
            uni_is_vacated_space <= 1;
            is_vacated_space <= 1;
        end else begin
            elapsed_time_cycles <= elapsed_time_cycles + 1;
            if (elapsed_time_cycles > CLK_FREQ * 300 * 60) begin
                time_threshold <= 4'd4;  
            end else if (elapsed_time_cycles > CLK_FREQ * 240 * 60) begin
                time_threshold <= 4'd3;  
            end else if (elapsed_time_cycles > CLK_FREQ * 180 * 60) begin
                time_threshold <= 4'd2;  
            end else if (elapsed_time_cycles > CLK_FREQ * 120 * 60) begin
                time_threshold <= 4'd1;  
            end else begin
                time_threshold <= 4'd0;  
            end
            if (car_entered && is_uni_car_entered) begin
                if (uni_parked_car < MAX_UNI_SPACE && uni_parked_car + parked_car < MAX_PARKING_SPACE) begin
                    uni_parked_car <= uni_parked_car + 1;
                    uni_vacated_space <= uni_vacated_space - 1;
                    uni_is_vacated_space <= 1;
                end else begin
                    uni_is_vacated_space <= 0;
                end
                if (parked_car < NON_UNI_SPACE && uni_parked_car + parked_car < MAX_PARKING_SPACE) begin
                    is_vacated_space <= 1;
                end else begin
                    is_vacated_space <= 0;
                end
            end else if (car_exited && is_uni_car_exited) begin
                if (uni_parked_car > 0) begin
                    uni_parked_car <= uni_parked_car - 1;
                    uni_vacated_space <= uni_vacated_space + 1;
                    uni_is_vacated_space <= 1;
                end
            end else if (car_entered && !is_uni_car_entered) begin
                if (time_threshold == 4'd0) begin
                    NON_UNI_SPACE <= 200;
                end else if (time_threshold == 4'd1) begin
                    NON_UNI_SPACE <= 250;
                end else if (time_threshold == 4'd2) begin
                    NON_UNI_SPACE <= 300;
                end else if (time_threshold == 4'd3) begin
                    NON_UNI_SPACE <= 350;
                end else if (time_threshold == 4'd4) begin
                    NON_UNI_SPACE <= 500;
                end
                if (parked_car + uni_parked_car < MAX_PARKING_SPACE && parked_car < NON_UNI_SPACE) begin
                    parked_car <= parked_car + 1;
                    vacated_space <= vacated_space - 1;
                    if (uni_parked_car < MAX_UNI_SPACE && uni_parked_car + parked_car < MAX_PARKING_SPACE) begin
                        uni_is_vacated_space <= 1;
                    end else begin
                        uni_is_vacated_space <= 0;
                    end
                    if (parked_car < NON_UNI_SPACE && uni_parked_car + parked_car < MAX_PARKING_SPACE) begin
                        is_vacated_space <= 1;
                    end else begin
                        is_vacated_space <= 0;
                    end
                end
            end else if (car_exited && !is_uni_car_exited) begin
                if (parked_car > 0) begin
                    parked_car <= parked_car - 1;
                    vacated_space <= vacated_space + 1;
                    is_vacated_space <= 1;
                end
            end
        end
    end
endmodule

===== /design/flow/run.sh =====
#!/bin/bash
# OpenROAD 26Q1-2900-gdf79404cd8, Yosys 0.63+post, stock flow scripts
make -C /OpenROAD-flow-scripts/flow DESIGN_CONFIG=/design/flow/config.mk WORK_HOME=/design/flow/orfs finish

==> tab_implementation.tex <==
% Table of physical implementation metrics
\begin{tabular}{lr}
\hline
Metric & Value \\
\hline
\multicolumn{2}{l}{\textbf{Run}} \\
\quad Total number of warnings across the stage logs & 26 \\
\quad Max-cap violations & 0 \\
\multicolumn{2}{l}{\textbf{Setup path}} \\
\quad Slowest cell on the critical path & sky130\_fd\_sc\_hd\_\_nand2b\_1 \\
\quad Slowest stage delay, CP & 0.58 ns \\
\quad Critical path start-end classification & in2reg \\
\quad Data arrival time of the critical path & roughly 5.8 ns \\
\quad Series of cell instances along the critical path & clkdlybuf4s50\_1, nand2b\_1, inv\_1, ha\_1, a21oi\_1, o211ai\_1, o41ai\_1, o21ai\_0, a2111oi\_0, a22oi\_1, xnor2\_1 \\
\quad Startpoint Class & input port \\
\quad Endpoint class of the critical path & flop \\
\quad Critical path fanouts, max & 16 \\
\quad Critical Path RT & 11.93 ns \\
\multicolumn{2}{l}{\textbf{Clocking}} \\
\quad Max Root-Sink Buffers & 2 \\
\quad CTS Buf Count & 9 \\
\quad Worst skew pair latency & 0.34 ns \\
\quad Clock tree from TritonCTS & built \\
\quad Clock transition at the registers of the reported paths & 0.06 ns \\
\quad Buffer count from post-CTS setup fixing & 0 \\
\quad Clock root buffer master & sky130\_fd\_sc\_hd\_\_clkbuf\_16 \\
\quad Cts-stage hold buffer count & 0 \\
\quad TritonCTS sink count & 86 \\
\quad Maximum level of the CTS H-tree & 3 \\
\quad Resized cells post-CTS & 0 \\
\multicolumn{2}{l}{\textbf{Final layout}} \\
\quad Synth-to-layout area growth & 16.1\% \\
\quad Ratio of cells with drive above 1 in the final layout & 9.57\% \\
\quad Number of non-filler instances in the completed layout & 863 \\
\multicolumn{2}{l}{\textbf{Global route}} \\
\quad Global-route wire length before repair & 23,500 um \\
\quad Largest net degree at the start of global routing & 59 \\
\quad Gr ovfl total & 0 \\
\quad Vias in the first global route & roughly 4,700 \\
\quad Overall routing resource usage & between 10\% and 20\% \\
\quad Antenna violations before repair & 0 \\
\multicolumn{2}{l}{\textbf{Final timing}} \\
\quad Number of hold violations in the final report & 0 \\
\quad Final setup vio count & 0 \\
\quad Setup\_tns & 0 ns \\
\quad Worst-margin pin slew & 0.760 ns \\
\quad Minimum period implied by the final worst setup slack & 5.56 ns \\
\quad Portion of the clock cycle consumed by the worst path in the final layout & 47.5\% \\
\quad Worst hold-check slack & 0.443 ns \\
\quad Fmax & 180 MHz \\
\quad Clock skew & 0.00668 ns \\
\quad Setup repair after global routing missed its margin & no \\
\quad Final count of pins violating max slew & 0 \\
\quad Smallest setup slack after layout & 6.14 ns \\
\quad Headroom to the max-slew limit & 49.0\% \\
\multicolumn{2}{l}{\textbf{Synthesis}} \\
\quad Library cell with the largest summed area after synthesis & sky130\_fd\_sc\_hd\_\_dfrtp\_1 \\
\quad Top cell type's share of synthesized area & between 20 and 30\% \\
\quad Number of cell instances after yosys synthesis & 625 \\
\quad Combined area of all synthesized cells & 6000 sq um \\
\quad Yosys Chip Area & about 6000 sq um \\
\quad Synthesis Warnings & 1 \\
\quad Post-Synthesis Cells & approximately 630 \\
\quad Most frequently used flop master after synthesis & sky130\_fd\_sc\_hd\_\_dfrtp\_1 \\
\quad Leading cell type by number of instances after synthesis & sky130\_fd\_sc\_hd\_\_dfrtp\_1 \\
\quad Post-synthesis cell type count & 69 \\
\quad Proportion of synthesized chip area in sequential cells & 36.2\% \\
\quad Mean instance size in the synthesized netlist & around 9.6 sq um \\
\quad Synth top area cells & sky130\_fd\_sc\_hd\_\_dfrtp\_1 (30\%), sky130\_fd\_sc\_hd\_\_ha\_1 (10\%), sky130\_fd\_sc\_hd\_\_dfstp\_2 (6.6\%), sky130\_fd\_sc\_hd\_\_xnor2\_1 (6.6\%), sky130\_fd\_sc\_hd\_\_nand3\_1 (3.3\%) \\
\quad Top cells by instance count after synthesis & sky130\_fd\_sc\_hd\_\_dfrtp\_1 (71), sky130\_fd\_sc\_hd\_\_ha\_1 (50), sky130\_fd\_sc\_hd\_\_nand2\_1 (46) \\
\quad Async S/R FF share, synth & 100\% \\
\quad Flop and latch count out of synthesis & approximately 86 \\
\quad Number of synthesized flops with an enable pin & 0 \\
\multicolumn{2}{l}{\textbf{Routing}} \\
\quad Count of antenna diodes in the layout & 0 \\
\quad Post-detailed-route count of antenna-violating nets & 0 \\
\quad Number of detailed-routing iterations run before antenna repair & 5 \\
\quad Via count & just under 5,000 \\
\quad Average routed wire per standard cell & between 15 and 20 um \\
\quad Detail-routed via count per cell & 5.61 \\
\quad Number of design rule violations left after detail routing & 0 \\
\quad Total wire length after detailed routing & 13,500 um \\
\quad Initial DRC count & between 200 and 300 \\
\multicolumn{2}{l}{\textbf{Floorplanning}} \\
\quad Floorplan die width & between 100 and 150 um \\
\quad Die height & 124 um \\
\quad Number of rows created at floorplan & about 44 \\
\quad Top-level port count & 48 \\
\quad CORE AREA & 14,600 sq um \\
\quad Floorplan Utilization & about two fifths \\
\quad DIE AREA & $\sim$15,000 sq um \\
\multicolumn{2}{l}{\textbf{Place}} \\
\quad Placed cells & 847 \\
\quad Number of buffer cells added on primary ports & 47 \\
\quad Total half-perimeter wirelength after legalization and detailed placement & approximately 9600 um \\
\quad Final estimated routing congestion in global placement & just under 0.9 \\
\quad Worst-case setup slack after placement & 5.81 ns \\
\multicolumn{2}{l}{\textbf{Worst hold path}} \\
\quad Kind of path behind the tightest hold check & reg2reg \\
\multicolumn{2}{l}{\textbf{Power and ir drop}} \\
\quad IR drop worst, VDD & 149 uV \\
\quad Leakage power of the design & 3.00 nW \\
\quad Cell area power density & 288 nW/um\^{}2 \\
\multicolumn{2}{l}{\textbf{Status}} \\
\quad Result of the run & completed \\
\hline
\end{tabular}
==> report_power, final <==
group	total [mW]	leakage [nW]	switching, mW	internal [mW]
sequential	0.525	1.07	0.135	0.390
clock	0.288	0.144	0.117	0.172
combinational	1.19	1.79	0.611	0.582
==> sequential cells by signal (all words and copies together) (netlist names) <==
signal	flops
vacated_space	10
uni_vacated_space	10
NON_UNI_SPACE	7
uni_is_vacated_space	1
uni_parked_car	10
time_threshold	5
is_vacated_space	1
parked_car	10
elapsed_time_cycles	32
==> final cells by class <==
type,instances,area (sq um)
clock buffers,13,250
clock inverters,3,43.8
well taps,184,230
flip-flops and latches,86,2170
repair buffers,55,531
fillers,1290,7630
inverters,26,98.8
multi-input cells,496,3640
==> layer usage <==
| metal | track usage [%] | part of all wire [%] |
|---|---|---|
| met1 | 28.7 | 47 |
| met2 | 28.6 | 46 |
| met3 | 3.11 | 4.5 |
| met4 | 3.83 | 2.0 |
| met5 | 0 | 0 |
==> per-stage QoR <==
step / total power, mW / utilization, % / cell area, sq um
floorplan: 1.34 / - / 6010
global placement: 1.69 / 45.7 / 6670
detailed placement: 1.72 / 45.7 / 6670
CTS: 2.02 / 47.7 / 6960
global route: 2.19 / 47.7 / 6960
finish: 2.01 / 47.7 / 6960
==> kinds of logic after synthesis <==
| logic type | count (synthesis) | synth area share (%) |
|---|---|---|
| flops | 86 | 36.2 |
| other cells | 1 | 0.0625 |
| compound gates | 147 | 17.9 |
| fa+ha+maj | 54 | 11.8 |
| xor+xnor | 62 | 9.05 |
| simple gates | 211 | 17.7 |
| mux | 19 | 3.94 |
| buf+inv | 45 | 3.36 |
==> final timing paths <==
path | from | to | slack, ns | cells past startpoint
max | car_entered | vacated_space[9] | 6.14 | 11
min in group asynchronous | reset | elapsed_time_cycles[16] | 2.33 | 2
min | elapsed_time_cycles[31] | time_threshold[0] | 0.44 | 1
max in group asynchronous | reset | parked_car[0] | 8.26 | 3
min reg2reg | elapsed_time_cycles[31] | time_threshold[0] | 0.44 | 1
max reg2reg | parked_car[5] | uni_parked_car[7] | 7.94 | 9
==> worst max-delay path, delay by kind of cell <==
family                   cells  cell delay [ns]
XOR/XNOR                     1             0.15
adder cells (fa/ha/maj)      1             0.35
AND-OR/OR-AND                6             1.50
buffers and inverters        2             0.87
AND/OR/NAND/NOR              1             0.58
==> layout by cell type (no fill, tap or decap), types with 4 or more instances in the layout <==
cell type	count
sky130_fd_sc_hd__o211ai_1	20
sky130_fd_sc_hd__a211oi_1	4
sky130_fd_sc_hd__a22oi_1	12
sky130_fd_sc_hd__clkdlybuf4s50_1	47
sky130_fd_sc_hd__nor4_1	12
sky130_fd_sc_hd__nand2_1	46
sky130_fd_sc_hd__nand4_1	13
sky130_fd_sc_hd__nand2b_1	4
sky130_fd_sc_hd__nor2b_1	8
sky130_fd_sc_hd__nand3_1	40
sky130_fd_sc_hd__buf_4	8
sky130_fd_sc_hd__inv_1	24
sky130_fd_sc_hd__or4_1	5
sky130_fd_sc_hd__o21ai_0	16
sky130_fd_sc_hd__mux2_2	9
sky130_fd_sc_hd__ha_1	50
sky130_fd_sc_hd__xor2_1	17
sky130_fd_sc_hd__dfstp_2	15
sky130_fd_sc_hd__mux2_4	7
sky130_fd_sc_hd__o21a_1	5
sky130_fd_sc_hd__dfrtp_1	71
sky130_fd_sc_hd__xnor2_1	45
sky130_fd_sc_hd__clkbuf_16	9
sky130_fd_sc_hd__nor3_1	19
sky130_fd_sc_hd__a21o_1	10
sky130_fd_sc_hd__o31ai_1	5
sky130_fd_sc_hd__fa_1	4
sky130_fd_sc_hd__and3_1	10
sky130_fd_sc_hd__nor2_1	39
sky130_fd_sc_hd__a21oi_1	30
No activity file was given, so power comes from the tool's default toggle rates.
